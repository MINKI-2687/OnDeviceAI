==> design.v <==
`timescale 1ns / 1ps
module data_mem (
    input               clk,
    input               dwe,
    input        [ 2:0] i_funct3,
    input        [31:0] daddr,
    input        [31:0] dwdata,
    output logic [31:0] drdata
);
    logic [31:0] w_wdata, w_drdata;
    data_ram U_DMEM (
        .clk(clk),
        .dwe(dwe),
        .daddr(daddr),
        .data_in(w_wdata),
        .data_out(w_drdata)
    );
    always_comb begin
        w_wdata = dwdata;
        case (i_funct3)
            3'b010: w_wdata = dwdata;
            3'b001: begin
                if (daddr[1] == 1'b1) w_wdata[31:16] = dwdata[15:0];   
                else w_wdata[15:0] = dwdata[15:0];   
            end
            3'b000: begin
                case (daddr[1:0])
                    2'b00: w_wdata[7:0] = dwdata[7:0];
                    2'b01: w_wdata[15:8] = dwdata[7:0];
                    2'b10: w_wdata[23:16] = dwdata[7:0];
                    2'b11: w_wdata[31:24] = dwdata[7:0];
                endcase
            end
        endcase
    end
    always_comb begin
        drdata = w_drdata;
        case (i_funct3)
            3'b010: drdata = w_drdata;
            3'b001: begin
                if (daddr[1] == 1'b1)
                    drdata[31:0] = {{16{w_drdata[31]}}, w_drdata[31:16]};   
                else
                    drdata[15:0] = {
                        {16{w_drdata[15]}}, w_drdata[15:0]
                    };   
            end
            3'b000: begin
                case (daddr[1:0])
                    2'b00: drdata[31:0] = {{24{w_drdata[7]}}, w_drdata[7:0]};
                    2'b01: drdata[31:0] = {{24{w_drdata[15]}}, w_drdata[15:8]};
                    2'b10: drdata[31:0] = {{24{w_drdata[23]}}, w_drdata[23:16]};
                    2'b11: drdata[31:0] = {{24{w_drdata[31]}}, w_drdata[31:24]};
                endcase
            end
            3'b101: begin
                if (daddr[1] == 1'b1)
                    drdata[31:0] = {{16{1'b0}}, w_drdata[31:16]};   
                else
                    drdata[15:0] = {
                        {16{1'b0}}, w_drdata[15:0]
                    };   
            end
            3'b100: begin
                case (daddr[1:0])
                    2'b00: drdata[31:0] = {{24{1'b0}}, w_drdata[7:0]};
                    2'b01: drdata[31:0] = {{24{1'b0}}, w_drdata[15:8]};
                    2'b10: drdata[31:0] = {{24{1'b0}}, w_drdata[23:16]};
                    2'b11: drdata[31:0] = {{24{1'b0}}, w_drdata[31:24]};
                endcase
            end
        endcase
    end
endmodule
module data_ram (
    input         clk,
    input         dwe,
    input  [31:0] daddr,
    input  [31:0] data_in,
    output [31:0] data_out
);
    logic [31:0] dmem[0:255];
    always_ff @(posedge clk) begin
        if (dwe) begin
            dmem[daddr[31:2]] <= data_in;   
        end
    end
    assign data_out = dmem[daddr[31:2]];
endmodule
==> run.sh <==
#!/bin/bash
# OpenROAD 26Q1-2900-gdf79404cd8, Yosys 0.63+post, stock flow scripts
make -C /OpenROAD-flow-scripts/flow DESIGN_CONFIG=/design/flow/config.mk WORK_HOME=/design/flow/orfs finish
==> config.mk <==
export PLATFORM = sky130hd
export DESIGN_NAME = data_mem
export DESIGN_NICKNAME = data_mem
export VERILOG_FILES = /design/flow/design.v
export SDC_FILE = /design/flow/constraint.sdc
export NUM_CORES = 4
export LEC_CHECK = 1
export CORE_UTILIZATION = 30
export SYNTH_MEMORY_MAX_BITS = 65536
==> constraint.sdc <==
current_design data_mem

set clk_period 57.8
set clk_io_pct 0.2

create_clock -name clk0 -period $clk_period [get_ports {clk}]

set non_clock_inputs [all_inputs -no_clocks]
set_input_delay [expr $clk_period * $clk_io_pct] -clock clk0 $non_clock_inputs
set_output_delay [expr $clk_period * $clk_io_pct] -clock clk0 [all_outputs]
==> results_dict.tcl <==
# place-and-route summary
set metrics [dict create \
    min_period_ns 32.24 \
    end_kind "output pin" \
    setup_ws_ns 25.56 \
    cts_setup_buffers 0 \
    worst_slew_pin_slew_ns 1.39 \
    start_kind "input port" \
    htree_levels 6 \
    cts_root_buf "clkbuf_16" \
    postCtsHoldBufs 0 \
    cp.arrival_ns 20.68 \
    grt_max_degree 106 \
    antenna_found_initial 73 \
    vias 148000 \
    ff_type "edfxtp_1" \
    avgRoutedWirePerCell_um 33.2 \
    crit_fanout 47 \
    adder_share_pct 0 \
    ys_sh_aoi_pct 1.48 \
    critPathSlowestCell "a221oi_2" \
    fin_crit_sh_pct 55.8 \
    vdd_ir_drop_max_mv 0.0360 \
    postCtsResizedCells 0 \
    fp_util_pct 30.1 \
    drive_gt1_share_pct 30.9 \
    yosys.area_share.xor_xnor_pct 0 \
    stdcell_area_sq_um 362000 \
    largest_register_ffs 8192 \
    cts_inserted_buffers 768 \
    min_path_type "input port to register" \
    pre_cts_ws_ns 25.93 \
    slew_violations 0 \
    netlist_area_sq_um 314000 \
    grt_pass1_wl_um 1310000 \
    yosys.stat.seqShare_pct 78.3 \
    clock.fmax_ghz 0.0310 \
    core_sq_um 1040000 \
    hold_end "U_DMEM.dmem[7][5]" \
    clk_pin_slew_worst_paths_ns 0.06 \
    max_cap_viol_count 0 \
    holdWs_ns 10.77 \
    avgSynthCellArea_sq_um 24.0 \
    chip_area_sq_um 1050000 \
    outcome "finished clean" \
    maxSlewHeadroom_pct 6.34 \
    warning_count 56 \
    logic_family "multiplexers" \
    slowest_delay_ns 0.83 \
    muxShareOfSynthArea_pct 17.7 \
    wirelength_um 954000 \
    cp_cell_sequence "buf_16 > buf_4 > buf_4 > buf_4 > buf_4 > buf_4 > buf_4 > buf_4 > mux4_2 > mux4_2 > a22oi_1 > nand4_1 > a221oi_2 > o22ai_1 > a31o_1 > clkdlybuf4s50_1" \
    netlist_instances 13100 \
    critPathKind "input port to output pin" \
    clk_path_buf_depth 4 \
    power_leakage_nw 109 \
    hpwl_um 567000 \
    cts_tree "built" \
    area_growth_pct 15.1 \
    yosys_cells 13100 \
    hold_viol 0 \
    postSynth.asyncResetShare_pct 0 \
    overflow 0 \
    drcViolationCount 0 \
    edf_count 8192 \
    port_buffers 78 \
    die_w_um 1030 \
    simple_gate_area_share_pct 1.14 \
    finalSetupViolCount 0 \
    synth_flops 8192 \
    viasPerCell 5.15 \
    yosysWarnings 2 \
    drt_pass1_iterations 6 \
    hold_depth 1 \
    drt-initial-drc-count 11400 \
    synth_cell_types 81 \
    place_area_sq_um 337000 \
    powerDensity_nw_per_um2 33.8 \
    chipHeight_um 1030 \
    lay_top_count "edfxtp_1" \
    tns_ns 0 \
    place_congestion 1.02 \
    fin_cells 28700 \
    fillers 94100 \
    final_cell_mix "8192 x edfxtp_1, 2277 x mux4_2, 836 x buf_4" \
    row_count 375 \
    postRouteAntennaNets 0 \
    worstPathRequired_ns 46.24 \
    path_common_cell "buf_4" \
    min_from "dwdata[5]" \
    io_pins 101 \
    grt_pass1_vias 162000 \
    rsz0062_at_grt "false" \
    place_inst 27200 \
    clock-sinks 8192 \
    ys_chip_area_sq_um 314000 \
    grt_usage_pct 19.4 \
]
[final cells by class]
type	count	area [sq um]	share of cell area, %
diodes	104	260	0.0720
clock inverters	435	4110	1.14
flip-flops and latches	8192	246000	68.0
repair buffers	921	7310	2.02
multi-input cells	4137	66500	18.4
clock buffers	954	20000	5.53
inverters	9	50.0	0.0138
well taps	13900	17500	4.83
[how the worst max path moves through the flow]
stage / endpoint / startpoint / cells after the start / slack, ns
after CTS: drdata[2] / daddr[2] / 16 / 25.89
final: drdata[2] / daddr[2] / 16 / 25.56
after global routing: drdata[2] / daddr[2] / 16 / 25.22
[kinds of logic (layout without fill, tap and decap cells)]
kind of cell / count (synthesis) / after routing
compound gates: 650 / 650
buf+inv: 740 / 2319
flops: 8192 / 8192
mux: 2682 / 2682
other cells: 0 / 104
simple gates: 805 / 805
[critical path, delay by kind of cell]
family	cells	cell delay, ns
AND-OR/OR-AND	4	2.04
buffers and inverters	9	4.82
multiplexers	2	1.17
AND/OR/NAND/NOR	1	0.81
[cell usage after synthesis, types with 31 or more instances]
cell type	n	share of area, %
a21oi_1	77	0.12
a221oi_1	31	0.086
a22o_1	36	0.10
a22oi_1	193	0.46
buf_1	43	0.051
buf_2	147	0.23
buf_4	80	0.19
buf_6	124	0.44
clkbuf_1	319	0.38
edfxtp_1	8192	78
mux2_2	34	0.12
mux2i_1	360	1.1
mux4_2	2277	16
nand2_1	246	0.29
nand3_1	77	0.12
nor2_1	318	0.38
nor3_1	37	0.059
o21ai_0	50	0.080
o22ai_1	79	0.16
[metrics by stage]
stage          utilization [%]  power [mW]
2_1_floorplan                -        7.10
3_3_place_gp              32.3        7.42
3_5_place_dp              32.3        7.43
4_1_cts                   34.6        12.3
5_1_grt                   34.7        12.5
6_report                  34.7        12.2
[per-layer routing]
metal  global-route usage, %  vias up  routed length (um)
met3                    19.8     1970              213000
met4                    8.52      128               55600
li1                        -    58700                   -
met2                    27.1    11800              420000
met5                    4.78        -                6460
met1                    17.9    75300              258000
[power breakdown]
group | leakage (nW) | switching (mW) | internal, mW
logic | 24.2 | 0.509 | 0.230
clock network | 11.7 | 2.23 | 2.67
registers | 73.5 | 0.00261 | 6.58
Power is estimated from default activity; no workload was simulated.
