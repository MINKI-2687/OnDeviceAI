File: /design/flow/run.sh
#!/bin/bash
# OpenROAD 26Q1-2900-gdf79404cd8, Yosys 0.63+post, stock flow scripts
make -C /OpenROAD-flow-scripts/flow DESIGN_CONFIG=/design/flow/config.mk WORK_HOME=/design/flow/orfs finish
File: /design/flow/config.mk
export PLATFORM = sky130hd
export DESIGN_NAME = ram
export DESIGN_NICKNAME = ram
export VERILOG_FILES = /design/flow/design.v
export SDC_FILE = /design/flow/constraint.sdc
export NUM_CORES = 4
export LEC_CHECK = 1
export CORE_UTILIZATION = 30
export SYNTH_MEMORY_MAX_BITS = 65536
File: /design/flow/constraint.sdc
current_design ram

set clk_period 59.3
set clk_io_pct 0.2

create_clock -name clk0 -period $clk_period [get_ports {clk}]

set non_clock_inputs [all_inputs -no_clocks]
set_input_delay [expr $clk_period * $clk_io_pct] -clock clk0 $non_clock_inputs
set_output_delay [expr $clk_period * $clk_io_pct] -clock clk0 [all_outputs]
File: /design/flow/design.v
`timescale 1ns / 1ps
module ram (
    input            clk,
    input            we,      
    input      [9:0] addr,
    input      [7:0] wdata,
    output reg [7:0] rdata
);
    reg [7:0] ram[0:1023];   
    always @(posedge clk) begin
        if (we) begin
            ram[addr] <= wdata;
        end else begin
            rdata <= ram[addr];
        end
    end
endmodule
==> notes.md <==
run results: Netlist Area Pre-Place=0.3159 sq mm, top sig layer=met5, DIE WIDTH=1028 microns, Hold Fails Final Rpt=0, antenna violations before repair=about 80, routed metal-1 wirelength=284500 microns, Max-cap violations=0, routed wire length=910900 microns, sw frac=0.2161, routed wl met2=406500 microns, first-pass GRT wire length=1282000 microns, crit path max-delay cell type=buf_4, Top area cell types=edfxtp_1 78%, mux2i_1 7.1%, mux4_2 6.9%, Placed Cells=between 20000 and 30000, Post-CTS Hold Buffers=0, leakage power=114.2 nW, EDFF count, synth=8200, Worst Path Buf+Inv=7, Hold Crit Start=ram[837][3], NetSw=2.548 mW, clk latency of the worst-skew pair=1.18 ns, Final GP Congestion=just under 0.9, DR pass1 iterations=6, DR WL met3=around 180000 microns, crit path kind=in2reg, total power=11.79 mW, IO Count=28, Seq pwr share=0.541, Final Non-Filler Cells=31530, worst hold slack=~0.95 ns, delay of the slowest cell on the worst path=between 0.6 and 0.7 ns, cell with the most instances after synthesis=edfxtp_1, Cell Pwr Density=32.70 mW/mm^2, Top delay family on crit path=buffers and inverters, num rows=376, Vias/cell=roughly 5.1, Yosys top cell area share=0.7795, Final HPWL DP=564200 microns, Tcrit/Tclk final=0.3110, setup TNS=0 ns, largest net degree at the start of global routing=134, Startpoint Class=input port, outcome=completed, routed length per instance=28.88 microns, reg-to-reg startpoint=ram[196][4], floorplan core area=1.049 sq mm, Crit Path Max Fanout=99, vias in the first global route=172600, # DRC=0, Global Route Usage Sum=0.1814, Slew @ Worst Pin=1.354 ns, post-route ant nets=0, cell repeated most along the worst path=buf_4, postcts setup bufs=0, clock sinks=about 8200, FMAX=54.21 MHz, fillcell total=96090, RSZ-0062 raised after global routing=false, yosys cell count=16240, Root Driver=clkbuf_16, CTS buffer count=786, Comb pwr share=0.045, CTS HTree Levels=6, CP Data Arrival Time=just under 20 ns, CTS tree=done, Clock Tree Buf Depth=4, Starting DRT DRC Count=around 11000, post-synth cell types=57, Die ar.=1.057 sq mm, final setup violation count=0, Top FF cell, synth=edfxtp_1, Slew headroom=0.09369, ratio of cells with drive above 1 in the final layout=0.1672, crit path time final=between 15 and 20 ns, tool warnings=75, worst-path cell chain=buf_16, buf_4, buf_4, buf_4, buf_4, buf_4, buf_4, mux2i_1, o22ai_1, or4_1, a211o_1, nand3_1, nand4_1, nor4_2, o211ai_1, Max VDD drop=between 0.03 and 0.04 mV, Post-Syn Instances=16240, Setup crit end kind=flip-flop, cell taking the most area after synthesis=edfxtp_1, Yosys reg bits=approximately 8000, clock share of power=0.413, Syn. warnings=1, skew final=0.09202 ns, Chip Height=roughly 1000 microns, Yosys chip area=between 0.3 and 0.4 sq mm, Seq share, synth=0.7795, vias=between 150k and 200k, Clock transition at path regs=roughly 0.060 ns, origin of the worst setup path=addr[1], WP data required=around 60 ns, grt ovf=0, synthesized area per cell=19.46 sq um, FP Util=0.3013, Internal Power=9.242 mW, Synth top cells by count=8200 x edfxtp_1, 2255 x mux2i_1, 1225 x nor2_1, Worst Hold Class=reg2reg, Async SR Flop Fraction=0, I/O Buffers=27, Slew Limit Fails=0, area grow syn2layout=14.13%, Resized Gates After CTS=0
routing by layer:
layer | track usage | vias up
met5 | 0.01459 | -
li1 | - | 67770
met2 | 0.2593 | 10180
met4 | 0.05816 | 126
met3 | 0.1692 | 1712
met1 | 0.1875 | 80940
layout make-up:
class / count / area, sq um / area share
clock buffer: 983 / 20540 / 0.05696
timing repair buffer: 802 / 6521 / 0.01809
multi-input combinational: 6971 / 65000 / 0.1803
sequential: 8200 / 246200 / 0.6830
tap: 13990 / 17500 / 0.04854
inverter: 2 / 7.507 / 0.00002082
antenna: 129 / 322.8 / 0.0008954
clock inverter: 461 / 4405 / 0.01222
tightest hold or removal path, delay by kind of cell (launching register included):
family           cells  cell delay (ns)
multiplexers         1             0.07
flip-flops           1             0.32
AND-OR/OR-AND        3             0.37
AND/OR/NAND/NOR      1             0.12
path summary, 6_finish.rpt:
path              cells past startpoint  endpoint  slack, ns
setup / recovery                     15  rdata[7]      40.85
hold / removal                        5  rdata[3]       0.95
setup reg to reg                      8  rdata[4]      54.89
hold reg to reg                       5  rdata[3]       0.95
logic make-up (layout without fill, tap and decap cells):
family	Yosys count	count (layout)	share of synthesized area
compound gates	1652	1652	0.03447
buf+inv	1064	2248	0.01627
flops	8200	8200	0.7795
mux	3242	3242	0.1410
other cells	0	129	0
simple gates	2077	2077	0.02880
state kept, by name, summed over array words and instances (netlist names):
| name | cells |
|---|---|
| rdata | 8 |
| ram | 8192 |
power by group through the flow:
| stage | combinational [mW] | clock (mW) | sequential, mW |
|---|---|---|---|
| 4_1_cts | 0.530 | 4.94 | 6.38 |
| 6_report | 0.531 | 4.88 | 6.38 |
| 5_1_grt | 0.562 | 5.15 | 6.38 |
cells in the final DEF (no fill, tap or decap), types with 95 or more instances in the layout:
cell type and n:
o22ai_1 878, clkinv_1 202, a22oi_1 222, a21oi_1 95, nand2_1 229, clkinv_2 133
mux2i_1 2255, nor2_1 1215, clkbuf_16 792, nor4_1 242, diode_2 129, clkbuf_1 191
o21ai_0 177, edfxtp_1 8200, buf_4 747, nand3_1 158, mux4_2 964
metrics by stage:
stage                     worst slack [ns]  area, sq um  utilization
after floorplan                      44.69       315900            -
after global placement               39.61       335200       0.3197
after detailed placement             39.65       335200       0.3197
after CTS                            40.92       360200       0.3435
after global routing                 40.61       360300       0.3436
final                                40.85       360500       0.3438
Power figures rest on the tool's default switching activity, not on a simulated workload.
